===== flow/config.mk =====
export PLATFORM = sky130hd
export DESIGN_NAME = ALU
export DESIGN_NICKNAME = ALU
export VERILOG_FILES = /design/flow/design.v
export SDC_FILE = /design/flow/constraint.sdc
export NUM_CORES = 4
export LEC_CHECK = 1
export CORE_UTILIZATION = 40

===== flow/constraint.sdc =====
current_design ALU

set clk_period 1.0
set clk_io_pct 0.2

create_clock -name clk0 -period $clk_period [get_ports {CLK}]

set non_clock_inputs [all_inputs -no_clocks]
set_input_delay [expr $clk_period * $clk_io_pct] -clock clk0 $non_clock_inputs
set_output_delay [expr $clk_period * $clk_io_pct] -clock clk0 [all_outputs]

===== flow/design.v =====
module ALU #( parameter OPER_WIDTH = 8,
                        OUT_WIDTH = OPER_WIDTH*2
)
(
  input wire [OPER_WIDTH-1:0] A, 
  input wire [OPER_WIDTH-1:0] B,
  input wire                  EN,
  input wire [3:0]            ALU_FUN,
  input wire                  CLK,
  input wire                  RST,  
  output reg [OUT_WIDTH-1:0]  ALU_OUT,
  output reg                  OUT_VALID  
);
  reg [OUT_WIDTH-1:0] ALU_OUT_Comb;
  reg                 OUT_VALID_Comb;
always @(posedge CLK or negedge RST)
 begin
  if(!RST)
   begin
    ALU_OUT   <= 1'b0 ;
    OUT_VALID <= 1'b0 ;	
   end
  else 
   begin  
    ALU_OUT   <= ALU_OUT_Comb ;
    OUT_VALID <= OUT_VALID_Comb ;
   end	
 end  
always @(*)
 begin
   OUT_VALID_Comb = 1'b0 ;
   ALU_OUT_Comb   = 1'b0 ;
   if(EN)
    begin   
	 OUT_VALID_Comb = 1'b1 ;
     case (ALU_FUN) 
     4'b0000: begin
               ALU_OUT_Comb = A+B;
              end
     4'b0001: begin
               ALU_OUT_Comb = A-B;
              end
     4'b0010: begin
               ALU_OUT_Comb = A*B;
              end
     4'b0011: begin
               ALU_OUT_Comb = A/B;
              end
     4'b0100: begin
               ALU_OUT_Comb = A & B;
              end
     4'b0101: begin
               ALU_OUT_Comb = A | B;
              end
     4'b0110: begin
               ALU_OUT_Comb = ~ (A & B);
              end
     4'b0111: begin
               ALU_OUT_Comb = ~ (A | B);
              end     
     4'b1000: begin
               ALU_OUT_Comb =  (A ^ B);
              end
     4'b1001: begin
               ALU_OUT_Comb = ~ (A ^ B);
              end           
     4'b1010: begin
              if (A==B)
                 ALU_OUT_Comb = 'b1;
              else
                 ALU_OUT_Comb = 'b0;
              end
     4'b1011: begin
               if (A>B)
                 ALU_OUT_Comb = 'b10;
               else
                 ALU_OUT_Comb = 'b0;
              end 
     4'b1100: begin
               if (A<B)
                 ALU_OUT_Comb = 'b11;
               else
                 ALU_OUT_Comb = 'b0;
              end     
     4'b1101: begin
               ALU_OUT_Comb = A>>1;
              end
     4'b1110: begin 
               ALU_OUT_Comb = A<<1;
              end
    default: begin
               ALU_OUT_Comb = 'b0;
             end
    endcase
   end
  else
   begin
	 OUT_VALID_Comb = 1'b0 ;
   end   
 end  
endmodule

===== flow/run.sh =====
#!/bin/bash
# OpenROAD 26Q1-2900-gdf79404cd8, Yosys 0.63+post, stock flow scripts
make -C /OpenROAD-flow-scripts/flow DESIGN_CONFIG=/design/flow/config.mk WORK_HOME=/design/flow/orfs finish

==> impl_metrics.env <==
# yosys + openroad results
export IMPL_power_frac_seq_pct=1.4
export IMPL_synth_async_reset_ratio_pct=100
export IMPL_fin_crit_sh_pct=2400
export IMPL_viasPerCell=5.39
export IMPL_grt_pass1_wl_um=55700
export IMPL_grt_max_degree=28
export IMPL_finalMaxSlewViolations=0
export IMPL_ys_flop_type="dfrtp_1"
export IMPL_dp_cells=2037
export IMPL_synth_cell_types=100
export IMPL_grt_pass1_vias=11100
export IMPL_setup_worst_path_start_class="primary input"
export IMPL_intPower_uw=33900
export IMPL_holdCritPathClass="in -> async"
export IMPL_wl_um=35900
export IMPL_wl_per_cell_um=16.4
export IMPL_p_sw_share_pct=43.6
export IMPL_cts_buffers=3
export IMPL_failed_checks="negative setup slack"
export IMPL_grt_overflow=0
export IMPL_path_delay_family="AND-OR/OR-AND gates"
export IMPL_power_switching_uw=26200
export IMPL_drtPass1Iterations=5
export IMPL_portBuffers=39
export IMPL_drv_cap=0
export IMPL_synth_area_top_cells="ha_1 (21%), fa_1 (8.0%), nor2_1 (5.3%)"
export IMPL_ys_seq_share_pct=4.46
export IMPL_slew_headroom_pct=51.7
export IMPL_required_ps=1130
export IMPL_pin_count=40
export IMPL_drt_initial_drc_count=799
export IMPL_track_usage_pct=29.3
export IMPL_layout_setup_ws_ps=-22970
export IMPL_crit_path_end_kind="flip-flop"
export IMPL_top_cell_area_share_pct=21.2
export IMPL_finalNonFillerCells=2189
export IMPL_synthCells=1271
export IMPL_total_power_uw=60100
export IMPL_die_area_sq_um=24500
export IMPL_dp_final_hpwl_um=26200
export IMPL_top_area_cell="ha_1"
export IMPL_clock_sinks=17
export IMPL_edf_count=0
export IMPL_fmax_ghz=0.0417
export IMPL_n_antenna_cell=0
export IMPL_hold_viol_final=0
export IMPL_worst_pin_slew_ps=715
export IMPL_synth_avg_cell_area_sq_um=7.51
export IMPL_num_rows=56
export IMPL_ys_area_sq_um=9540
export IMPL_slowest_delay_ps=540
export IMPL_synth_flops=17
export IMPL_antenna_found_initial=0
export IMPL_die_x_um=156
export IMPL_grt_setup_unrepaired="true"
export IMPL_antenna_left=0
export IMPL_vias=11800
export IMPL_area_growth_pct=67.5
export IMPL_h_tree_depth=1
export IMPL_ir_worst_vdd_mv=8.90
export IMPL_cp_max_fo=8
export IMPL_finalWeightedCongestion=1.01
export IMPL_p_clk_share_pct=1.4
export IMPL_drc=0
export IMPL_layout_min_cycle_time_ps=23970
export IMPL_path_buffers=54
export IMPL_cts_path_max_buffers=2
export IMPL_warning_count=47
export IMPL_cts_tree="done"
export IMPL_syn_cell_area_sq_um=9540
export IMPL_fill_cells=1746
export IMPL_setup_violations=16
export IMPL_yosysWarnings=1
export IMPL_layout_drive_gt1_share_pct=45.2
export IMPL_fp_dieH_um=156
export IMPL_power_density_nw_per_um2=3760
export IMPL_clock_root_buffer="clkbuf_16"
export IMPL_leakage_uw=0.00806
export IMPL_slowest_stage="or4_4"
export IMPL_fp_coreArea_sq_um=23400
export IMPL_fp_util_pct=40.8
export IMPL_status="finished with violations"
export IMPL_synth_cells_yosys=1271
export IMPL_worstPathArrival_ps=24100
export IMPL_crit_type="in -> reg"
export IMPL_power_frac_comb_pct=97.2
export IMPL_cp_common_cell="buf_4"
export IMPL_clkSlewWorstSetupHoldPaths_ps=60
[Yosys cell counts (all sizes together) (24+ instances only)]
cell and instances:
o21a 44, fa 38, ha 162, inv 92, nand2 109, a21o 32, a21oi 98, o21ai 63
xnor2 42, nor3 49, clkbuf 30, nand3 24, nor2 135
[metal layers]
metal	wire, um	track usage, %	vias to the layer above
li1	-	-	5867
met1	16900	40.5	5514
met2	16100	47.4	330
met3	1780	4.62	85
met4	1240	8.40	0
met5	0	0	-
[registers in the layout, summed over array words and instances (netlist names)]
name / cells
ALU_OUT: 16
OUT_VALID: 1
[power groups by stage]
stage	Combinational, uW	Sequential (uW)	Clock (uW)
6_report	58500	816	842
5_1_grt	62200	822	873
4_1_cts	56300	821	836
[cells by family (layout without fill, tap and decap cells)]
logic type               count (synthesis)  after routing  share of synthesized area (%)
AND/OR/NAND/NOR                        423            423                           21.1
buffers and inverters                  138            730                           5.74
XOR/XNOR                                64             64                           5.87
adder cells (fa/ha/maj)                200            200                           29.2
AND-OR/OR-AND                          399            399                           29.9
flip-flops                              17             17                           4.46
multiplexers                            29             29                           3.74
other                                    1              8                         0.0393
[layout by cell type, fill, tap and decap left out, types with 8 or more instances in the layout]
| master | n |
|---|---|
| a21o_1 | 32 |
| a21oi_1 | 67 |
| a21oi_2 | 24 |
| a22oi_1 | 8 |
| a31oi_1 | 12 |
| buf_2 | 9 |
| buf_4 | 550 |
| buf_6 | 32 |
| clkbuf_2 | 11 |
| clkdlybuf4s50_1 | 8 |
| conb_1 | 8 |
| dfrtp_1 | 17 |
| dlymetal6s2s_1 | 9 |
| fa_1 | 37 |
| ha_1 | 130 |
| ha_4 | 25 |
| inv_1 | 82 |
| mux2_2 | 10 |
| mux2_4 | 11 |
| nand2_1 | 101 |
| nand2b_1 | 20 |
| nand3_1 | 21 |
| nand4_1 | 9 |
| nor2_1 | 118 |
| nor2_2 | 9 |
| nor2_4 | 8 |
| nor3_1 | 40 |
| nor4_1 | 11 |
| o21a_1 | 42 |
| o21ai_0 | 44 |
| o21ai_2 | 9 |
| o21bai_1 | 11 |
| o221ai_1 | 8 |
| o31ai_1 | 11 |
| or2_2 | 12 |
| or3_1 | 11 |
| xnor2_1 | 41 |
| xor2_1 | 22 |
[worst paths after layout]
| path | end | slack [ps] | cells after the start | from |
|---|---|---|---|---|
| min in group clk0 | OUT_VALID | 420 | 1 | EN |
| setup / recovery | ALU_OUT[0] | -22970 | 153 | B[0] |
| max in group asynchronous | ALU_OUT[10] | 580 | 2 | RST |
| hold / removal | ALU_OUT[1] | 280 | 2 | RST |
[cell type report]
| cell class | count | area, sq um | share of cell area, % |
|---|---|---|---|
| clock buffers | 4 | 78.8 | 0.493 |
| inverters | 94 | 372 | 2.33 |
| multi-input cells | 1123 | 9700 | 60.7 |
| flip-flops and latches | 17 | 425 | 2.66 |
| well taps | 319 | 399 | 2.50 |
| repair buffers | 632 | 5010 | 31.3 |
[through the flow]
stage          area (sq um)  util (%)  setup TNS (ps)  setup WS [ps]  hold WS [ps]
2_1_floorplan         10100         -         -161150         -23640         -95.6
3_3_place_gp          14000      60.0         -170180         -23400           555
3_5_place_dp          14000      60.0         -172510         -23810           558
4_1_cts               15100      64.4         -156220         -22300           288
5_1_grt               16000      68.3         -166490         -24140           300
6_report              16000      68.3         -158380         -22970           283
[what timing repair did]
item,4_1_cts,5_1_grt
hold buffers,0,0
setup endpoints to repair,33,24
resized,108,142
buffers inserted,96,52
pin swaps,67,51
